$ cat ./config.mk
export PLATFORM = sky130hd
export DESIGN_NAME = shake256_drbg
export DESIGN_NICKNAME = shake256_drbg
export VERILOG_FILES = /design/flow/design.v
export SDC_FILE = /design/flow/constraint.sdc
export NUM_CORES = 4
export LEC_CHECK = 1
export CORE_UTILIZATION = 30
$ cat ./constraint.sdc
current_design shake256_drbg

set clk_period 748.6
set clk_io_pct 0.2

create_clock -name clk0 -period $clk_period [get_ports {clk}]

set non_clock_inputs [all_inputs -no_clocks]
set_input_delay [expr $clk_period * $clk_io_pct] -clock clk0 $non_clock_inputs
set_output_delay [expr $clk_period * $clk_io_pct] -clock clk0 [all_outputs]
$ cat ./design.v
module shake256_drbg #(
    parameter SEED_WIDTH = 256,
    parameter OUTPUT_WIDTH = 32,
    parameter RATE = 1088
) (
    input wire clk,
    input wire rst,
    input wire reseed,
    input wire [SEED_WIDTH-1:0] seed,
    input wire gen,
    output reg [OUTPUT_WIDTH-1:0] random_out,
    output reg valid
);
    localparam IDLE = 3'd0; 
    localparam ABSORB = 3'd1; 
    localparam PERMUTE = 3'd2; 
    localparam SQUEEZE = 3'd3; 
    localparam OUTPUT = 3'd4; 
    localparam WAIT_PERMUTE = 3'd5; 
    reg [2:0] state;
    reg [1599:0] keccak_state; 
    reg keccak_start;  
    wire [1599:0] keccak_state_out;
    wire keccak_done;  
    reg [1087:0] output_buffer;
    reg [10:0] bits_available;
    reg [31:0] output_counter;
    reg seeded;
    keccak_core #(
        .ROUNDS(24)
    ) keccak_inst (
        .clk(clk),
        .rst(rst),
        .start(keccak_start),
        .state_in(keccak_state),
        .state_out(keccak_state_out),
        .done(keccak_done)
    );
    always @(posedge clk or posedge rst) begin
        if (rst) begin
            state <= IDLE;
            keccak_state <= 1600'd0;
            keccak_start <= 1'b0;
            output_buffer <= 1088'd0;
            bits_available <= 11'd0;
            random_out <= 32'd0;
            valid <= 1'b0;
            output_counter <= 32'd0;
            seeded <= 1'b0;
        end else begin
            case (state)
                IDLE: begin
                    valid <= 1'b0;
                    keccak_start <= 1'b0;
                    if (reseed) begin
                        keccak_state <= 1600'd0;
                        keccak_state[SEED_WIDTH-1:0] <= seed;
                        keccak_state[SEED_WIDTH+7:SEED_WIDTH] <= 8'h1F;  
                        keccak_state[RATE-1:RATE-8] <= 8'h80; 
                        bits_available <= 11'd0;
                        output_counter <= 32'd0;
                        seeded <= 1'b1;
                        state <= ABSORB; 
                    end else if (gen && seeded) begin
                        if (bits_available >= OUTPUT_WIDTH)  
			 begin
                            random_out <= output_buffer[OUTPUT_WIDTH-1:0];
                            output_buffer <= output_buffer >> OUTPUT_WIDTH;
                            bits_available <= bits_available - OUTPUT_WIDTH;
                            output_counter <= output_counter + 1;
                            valid <= 1'b1;
                            state <= OUTPUT;
                        end else begin
                            state <= WAIT_PERMUTE;
                        end
                    end
                end
                ABSORB: begin
                    keccak_start <= 1'b1;
                    state <= PERMUTE;
                end
                WAIT_PERMUTE: begin
                    keccak_start <= 1'b1;
                    state <= PERMUTE;
                end
                PERMUTE: begin
                    keccak_start <= 1'b0;
                    if (keccak_done) begin
                        keccak_state <= keccak_state_out;
                        state <= SQUEEZE;
                    end
                end
                SQUEEZE: begin
                    random_out <= keccak_state_out[OUTPUT_WIDTH-1:0];
                    output_buffer <= keccak_state_out[RATE-1:OUTPUT_WIDTH];
                    bits_available <= RATE - OUTPUT_WIDTH;
                    output_counter <= output_counter + 1;
                    valid <= 1'b1;
                    state <= OUTPUT;
                end
                OUTPUT: begin
                    valid <= 1'b0;
                    state <= IDLE;
                end
                default: state <= IDLE;
            endcase
        end
    end
endmodule  
module keccak_core #(
    parameter ROUNDS = 24
) (
    input wire clk,
    input wire rst,
    input wire start,  
    input wire [1599:0] state_in,
    output reg [1599:0] state_out,
    output reg done
);
    reg [1599:0] state;
    reg [4:0] round_count;
    reg processing;
    reg [63:0] RC [0:23];
    initial begin
        RC[0]  = 64'h0000000000000001;
        RC[1]  = 64'h0000000000008082;
        RC[2]  = 64'h800000000000808A;
        RC[3]  = 64'h8000000080008000;
        RC[4]  = 64'h000000000000808B;
        RC[5]  = 64'h0000000080000001;
        RC[6]  = 64'h8000000080008081;
        RC[7]  = 64'h8000000000008009;
        RC[8]  = 64'h000000000000008A;
        RC[9]  = 64'h0000000000000088;
        RC[10] = 64'h0000000080008009;
        RC[11] = 64'h000000008000000A;
        RC[12] = 64'h000000008000808B;
        RC[13] = 64'h800000000000008B;
        RC[14] = 64'h8000000000008089;
        RC[15] = 64'h8000000000008003;
        RC[16] = 64'h8000000000008002;
        RC[17] = 64'h8000000000000080;
        RC[18] = 64'h000000000000800A;
        RC[19] = 64'h800000008000000A;
        RC[20] = 64'h8000000080008081;
        RC[21] = 64'h8000000000008080;
        RC[22] = 64'h0000000080000001;
        RC[23] = 64'h8000000080008008;
    end
    always @(posedge clk or posedge rst) begin
        if (rst) begin
            state <= 1600'd0;
            state_out <= 1600'd0;
            done <= 1'b0;
            round_count <= 5'd0;
            processing <= 1'b0;
        end else begin
            if (start && !processing) begin
                state <= state_in;
                round_count <= 5'd0;
                processing <= 1'b1;
                done <= 1'b0;
            end else if (processing) begin
                if (round_count < ROUNDS) begin
                    state <= state ^ 
                             {state[1535:0], state[1599:1536]} ^ 
                             {state[1471:0], state[1599:1472]} ^
                             {state[1279:0], state[1599:1280]} ^
                             RC[round_count];
                    round_count <= round_count + 1;
                end else begin
                    state_out <= state;
                    done <= 1'b1;
                    processing <= 1'b0;
                end
            end else begin
                done <= 1'b0;
            end
        end
    end
endmodule
$ cat ./run.sh
#!/bin/bash
# OpenROAD 26Q1-2900-gdf79404cd8, Yosys 0.63+post, stock flow scripts
make -C /OpenROAD-flow-scripts/flow DESIGN_CONFIG=/design/flow/config.mk WORK_HOME=/design/flow/orfs finish
==> impl_summary.log <==
[report] implementation figures
[metrics] run status: complete, no violations
[metrics] maximum number of pins on one net before global-route repair: 168
[metrics] Core Footprint: 0.924 sq mm
[metrics] post-route fraction of the period consumed by the critical path: 20.9%
[metrics] global-route congestion overflow total: 0
[metrics] TritonCTS clock tree: built
[metrics] post-synthesis xor/xnor area fraction: about 15%
[metrics] Final Skew: 96.7 ps
[metrics] final antenna-violating net count: 0
[metrics] horizontal die dimension: 965 microns
[metrics] fraction of post-synthesis cell area in the top cell type by area: between 50 and 60%
[metrics] clock slew at reported path FFs: about 70 ps
[metrics] number of buffer cells added on primary ports: between 200 and 300
[metrics] GR Util All Layers: about 17%
[metrics] clock latency on the worst-skew pair: 1060 ps
[metrics] minimum period implied by the final worst setup slack: 156260 ps
[metrics] share of final-layout standard cells stronger than drive strength 1: roughly 5.1%
[metrics] RSZ-0062 raised after global routing: false
[metrics] cell area after synthesis: about 0.28 sq mm
[metrics] startpoint of the worst register-to-register path: state[2]
[metrics] post-cts gate resize count: 0
[metrics] power density cells: around 4.7 mW/mm^2
[metrics] DIE HEIGHT: 965 microns
[metrics] clock tree buffer depth: 5
[metrics] layout overhead on the synthesized area: 10.7%
[metrics] area of all sequential standard cells: around 0.15 sq mm
[metrics] share of the yosys chip area belonging to registers: between 50 and 60%
[metrics] count of library flops with an enable pin: 0
[metrics] floorplan core density: 30.1%
[metrics] Max IR drop VDD: approximately 0.0000027 V
[metrics] dominant synthesized flop cell: sky130_fd_sc_hd__dfrtp_1
[metrics] total number of H-tree levels: 6
[metrics] distinct lib cells: 53
[metrics] warning total across the stage logs: about 150
[metrics] routed length per placed instance: 19.2 microns
[metrics] number of setup buffers added after CTS: 0
[metrics] clock root buffer: sky130_fd_sc_hd__clkbuf_16
[metrics] Worst Min Path Start: keccak_inst.state_out[1267]
[metrics] Rows: around 350
[metrics] WHS Endpoint: keccak_state[1267]
[metrics] instance count of the mapped netlist: between 20000 and 30000
[metrics] Static Leak: 136 nW
[metrics] share of power burned in registers: between 40% and 50%
[metrics] capture instance of the worst register-to-register path: keccak_state[468]
[metrics] combinational share of power: ~38%
[metrics] most common library cells after synthesis: sky130_fd_sc_hd__nand2_1, sky130_fd_sc_hd__dfrtp_1, sky130_fd_sc_hd__xnor2_1
[metrics] required time worst endpoint: between 700000 and 800000 ps
[metrics] Largest cells by area: sky130_fd_sc_hd__dfrtp_1, sky130_fd_sc_hd__xnor2_1, sky130_fd_sc_hd__nand2_1, sky130_fd_sc_hd__xor2_1, sky130_fd_sc_hd__a21oi_1
[metrics] area fraction in mux cells: ~4.7%
[metrics] Least-Margin Pin Slew: roughly 1400 ps
[metrics] most area-hungry cell type in the Yosys netlist: sky130_fd_sc_hd__dfrtp_1
[metrics] fillcell total: 90800
[metrics] Simple-Gate Area Share: about an eighth
[metrics] number of search-and-repair iterations in the first detailed-routing pass: 6
[metrics] f_max: between 6 and 7 MHz
[metrics] Rel. slew slack: around 6.9%
[metrics] DRC violations left: 0
[metrics] count of endpoints failing setup in the final report: 0
[metrics] total I/O pin count: 293
[metrics] wire length of the first global-routing pass: approximately 1200000 microns
[metrics] Hold Fails Final Rpt: 0
[metrics] Worst R2R Path Depth: 11
[metrics] count of vias placed by the detailed router: between 150k and 200k
[metrics] Avg Cell Area, Syn: 9.60 sq um
[metrics] final-report max-slew violation count: 0
[metrics] Worst EP arrival: roughly 160000 ps
[metrics] number of clock sinks: slightly below 6000
[metrics] initial antenna violation count: between 70 and 80
[metrics] DRT iter0 DRCs: around 13000
[metrics] largest fanout on the critical path: between 90 and 100
[metrics] adder-cell share of the synthesized area: 0.0360%
[metrics] compound-cell area share of the yosys netlist: roughly a tenth
[metrics] floorplan die area: 0.931 sq mm
[metrics] Hold Crit Class: register to register
[metrics] Clock power frac: 21.9%
[metrics] total cell area reported by yosys after synthesis: between 0.2 and 0.3 sq mm
[metrics] total number of yosys warnings: 2
[metrics] Net Sw Power: ~0.00056 W
[metrics] total negative slack for setup checks: 0 ps
[metrics] number of flip-flops and latches in the synthesized netlist: 5910
[metrics] number of cell instances after yosys synthesis: just under 30000
[metrics] hold-fix buffer count after cts: 0
[metrics] number of CTS-inserted buffers: roughly 620
[metrics] vias in the first global route: about 190k
[metrics] half-perimeter wire length after placement: roughly 490000 microns
[metrics] Multi-input gate area: 0.118 sq mm
[metrics] internal power: 0.000878 W
[metrics] async set or reset register ratio after synthesis: roughly 100%
[metrics] minimum setup slack among reg-to-reg paths: between 700000 and 800000 ps
[metrics] Routed WL: around 760000 microns
[metrics] Via-to-Cell Ratio: approximately 4.7
[metrics] switching part of the total: 38.8%
[metrics] crit path capture type: asynchronous set/reset pin
[metrics] critical path startpoint category: primary input
[metrics] most repeated cell in the gate-level netlist after synthesis: sky130_fd_sc_hd__nand2_1
[metrics] worst hold path cell count: 1
[metrics] GPL Wtd Cong: ~0.9
[metrics] Worst Hold Slack: about 420 ps
[metrics] worst setup path category: primary input to asynchronous set/reset pin
[metrics] main combinational cell family by area after synthesis: XOR/XNOR gates
[metrics] maximum capacitance violations: 0
[logic make-up after synthesis]
family,count (synthesis)
AND-OR/OR-AND,4335
XOR/XNOR,4798
adder cells (fa/ha/maj),8
buffers and inverters,3244
flip-flops,5910
multiplexers,1316
AND/OR/NAND/NOR,9383
[layer usage]
layer  vias up  wire, microns  share of wire, %  track usage (%)
li1      88800              -                 -                -
met1     93900         323000                42             23.3
met2      4650         324000                43             24.0
met3      1170          81900                11             7.56
met4        88          32600               4.3             5.69
met5         -            563             0.074                0
[registers in the layout (all words and copies together) (netlist names)]
| register | flops |
|---|---|
| keccak_state | 1600 |
| output_buffer | 1056 |
| seeded | 1 |
| keccak_inst.state_out | 1600 |
| keccak_inst.state | 1600 |
| valid | 1 |
| keccak_inst.round_count | 5 |
| keccak_start | 1 |
| random_out | 32 |
| keccak_inst.processing | 1 |
| keccak_inst.done | 1 |
| bits_available | 6 |
| state | 6 |
[through the flow]
step / instance area, sq um / utilization, % / instances / total power (W) / setup WS [ps]
after detailed placement: 287000 / 31.1 / 38700 / 0.00112 / 591020
after global placement: 287000 / 31.1 / 38700 / 0.00111 / 591100
after floorplan: 278000 / - / 29000 / 0.00103 / 431530
final: 308000 / 33.3 / 39800 / 0.00143 / 592340
after global routing: 308000 / 33.3 / 39800 / 0.00153 / 591240
after CTS: 308000 / 33.3 / 39800 / 0.00144 / 592080
[worst max path at each step]
stage | from | endpoint | slack, ps | depth (start not counted)
4_1_cts | rst | keccak_inst.state[1054] | 592080 | 12
5_1_grt | rst | keccak_inst.state[1020] | 591240 | 12
6_report | rst | keccak_state[764] | 592340 | 12
[power groups by stage]
stage         combinational (W)  clock, W  sequential, W
CTS                    0.000544  0.000321       0.000580
global route           0.000606  0.000332       0.000595
finish                 0.000540  0.000314       0.000580
[worst max-delay path: stages]
cell	delay (ps)
sky130_fd_sc_hd__clkdlybuf4s50_1	490
sky130_fd_sc_hd__inv_8	470
sky130_fd_sc_hd__buf_4	600
sky130_fd_sc_hd__buf_4	660
sky130_fd_sc_hd__buf_4	690
sky130_fd_sc_hd__buf_4	670
sky130_fd_sc_hd__buf_4	620
sky130_fd_sc_hd__buf_4	510
sky130_fd_sc_hd__buf_4	540
sky130_fd_sc_hd__buf_4	570
sky130_fd_sc_hd__buf_4	650
sky130_fd_sc_hd__buf_4	710
[cell type report]
type	instances	share of cell area, %
Tap cell	12200	4.98
Multi-Input combinational cell	19800	38.2
Clock buffer	911	6.00
Timing Repair Buffer	718	2.10
Sequential cell	5910	48.0
Inverter	10	0.0146
Clock inverter	160	0.632
Antenna cell	24	0.0195
[placed cells by master (no fill, tap or decap), types with 7 or more instances in the layout]
cell type,instances
sky130_fd_sc_hd__buf_12,28
sky130_fd_sc_hd__xnor2_1,3187
sky130_fd_sc_hd__a22o_1,1370
sky130_fd_sc_hd__nor2_1,2912
sky130_fd_sc_hd__mux2i_1,1316
sky130_fd_sc_hd__a21oi_1,2654
sky130_fd_sc_hd__dfrtp_1,5907
sky130_fd_sc_hd__clkdlybuf4s50_1,292
sky130_fd_sc_hd__inv_1,9
sky130_fd_sc_hd__inv_6,9
sky130_fd_sc_hd__buf_4,398
sky130_fd_sc_hd__clkinv_2,93
sky130_fd_sc_hd__diode_2,24
sky130_fd_sc_hd__clkinv_4,7
sky130_fd_sc_hd__clkinvlp_4,7
sky130_fd_sc_hd__clkbuf_8,149
sky130_fd_sc_hd__xor2_1,1611
sky130_fd_sc_hd__bufinv_16,42
sky130_fd_sc_hd__clkbuf_16,638
sky130_fd_sc_hd__clkbuf_1,124
sky130_fd_sc_hd__o21ai_0,274
sky130_fd_sc_hd__ha_1,8
sky130_fd_sc_hd__nand2_1,6418
Power and IR drop assume default switching activity.
