### flow/config.mk
export PLATFORM = sky130hd
export DESIGN_NAME = masked_gaussian_sampler_cdt_multi_sigma
export DESIGN_NICKNAME = masked_gaussian_sampler_cdt_multi_sigma
export VERILOG_FILES = /design/flow/design.v
export SDC_FILE = /design/flow/constraint.sdc
export NUM_CORES = 4
export LEC_CHECK = 1
export CORE_UTILIZATION = 50
export SYNTH_MEMORY_MAX_BITS = 65536
### flow/constraint.sdc
current_design masked_gaussian_sampler_cdt_multi_sigma

set clk_period 12.5
set clk_io_pct 0.2

create_clock -name clk0 -period $clk_period [get_ports {clk}]

set non_clock_inputs [all_inputs -no_clocks]
set_input_delay [expr $clk_period * $clk_io_pct] -clock clk0 $non_clock_inputs
set_output_delay [expr $clk_period * $clk_io_pct] -clock clk0 [all_outputs]
### flow/design.v
`timescale 1ns / 1ps
module masked_gaussian_sampler_cdt_multi_sigma #(
    parameter PRECISION = 64,
    parameter TABLE_SIZE = 21,
    parameter X_MIN = -10,
    parameter X_MAX = 10,
    parameter SAMPLE_WIDTH = 16,
    parameter CENTER_WIDTH = 32,
    parameter CENTER_FRAC_BITS = 16,
    parameter MASK_WIDTH = 32,
    parameter NUM_SIGMA_TABLES = 4,
    parameter SIGMA_SEL_WIDTH = 2
) (
    input wire clk,
    input wire rst,
    input wire start,
    input wire [PRECISION-1:0] random_u,  
    input wire signed [CENTER_WIDTH-1:0] center,  
    input wire [SIGMA_SEL_WIDTH-1:0] sigma_sel,  
    input wire [MASK_WIDTH-1:0] mask_in, 
    input wire mask_valid, 
    output reg req_mask,
    output reg signed [SAMPLE_WIDTH-1:0] sample_share0,
    output reg signed [SAMPLE_WIDTH-1:0] sample_share1,
    output reg valid
);
    reg [PRECISION-1:0] CDT_tables [0:NUM_SIGMA_TABLES-1][0:TABLE_SIZE-1];
    initial begin
        CDT_tables[0][ 0] = 64'h00000000000EE2BD;
        CDT_tables[0][ 1] = 64'h0000000010008171;
        CDT_tables[0][ 2] = 64'h0000000970EE458A;
        CDT_tables[0][ 3] = 64'h00000311062D9F70;
        CDT_tables[0][ 4] = 64'h00008CF77AB42DFF;
        CDT_tables[0][ 5] = 64'h000E14BA89683A83;
        CDT_tables[0][ 6] = 64'h00CA265B5AF726A0;
        CDT_tables[0][ 7] = 64'h0674F109D1541480;
        CDT_tables[0][ 8] = 64'h1EC915D5A762BC00;
        CDT_tables[0][ 9] = 64'h590A2916917F0000;
        CDT_tables[0][10] = 64'hA6F5D6E96E810000;
        CDT_tables[0][11] = 64'hE136EA2A589D4000;
        CDT_tables[0][12] = 64'hF98B0EF62EABE800;
        CDT_tables[0][13] = 64'hFF35D9A4A508D800;
        CDT_tables[0][14] = 64'hFFF1EB457697C800;
        CDT_tables[0][15] = 64'hFFFF7308854BD000;
        CDT_tables[0][16] = 64'hFFFFFCEEF9D26000;
        CDT_tables[0][17] = 64'hFFFFFFF68F11B800;
        CDT_tables[0][18] = 64'hFFFFFFFFEFFF8000;
        CDT_tables[0][19] = 64'hFFFFFFFFFFF12000;
        CDT_tables[0][20] = 64'hFFFFFFFFFFFFF800;
        CDT_tables[1][ 0] = 64'h000000000659B572;
        CDT_tables[1][ 1] = 64'h00000002B8F741D2;
        CDT_tables[1][ 2] = 64'h000000B590E72FEC;
        CDT_tables[1][ 3] = 64'h00001CD344A4FC69;
        CDT_tables[1][ 4] = 64'h0002CCD2B5B09B07;
        CDT_tables[1][ 5] = 64'h002AD9BD378C9A00;
        CDT_tables[1][ 6] = 64'h0196F4E57E49CE10;
        CDT_tables[1][ 7] = 64'h097D99CBA24F3A80;
        CDT_tables[1][ 8] = 64'h245959D1BF359400;
        CDT_tables[1][ 9] = 64'h5C493B6163AE2800;
        CDT_tables[1][10] = 64'hA3B6C49E9C51D800;
        CDT_tables[1][11] = 64'hDBA6A62E40CA7000;
        CDT_tables[1][12] = 64'hF68266345DB0C800;
        CDT_tables[1][13] = 64'hFE690B1A81B63000;
        CDT_tables[1][14] = 64'hFFD52642C8736800;
        CDT_tables[1][15] = 64'hFFFD332D4A4F6800;
        CDT_tables[1][16] = 64'hFFFFE32CBB5B0000;
        CDT_tables[1][17] = 64'hFFFFFF4A6F18D000;
        CDT_tables[1][18] = 64'hFFFFFFFD4708C000;
        CDT_tables[1][19] = 64'hFFFFFFFFF9A64800;
        CDT_tables[1][20] = 64'hFFFFFFFFFFF70800;
        CDT_tables[2][ 0] = 64'h00000001E6115527;
        CDT_tables[2][ 1] = 64'h000000595C58E8E5;
        CDT_tables[2][ 2] = 64'h00000AF66F2B0869;
        CDT_tables[2][ 3] = 64'h0000E65F278E0081;
        CDT_tables[2][ 4] = 64'h000CB368A46711A3;
        CDT_tables[2][ 5] = 64'h007906810C990728;
        CDT_tables[2][ 6] = 64'h03108502FC5AF4E0;
        CDT_tables[2][ 7] = 64'h0DAA7E3702BC8800;
        CDT_tables[2][ 8] = 64'h2AA56BF30A40DC00;
        CDT_tables[2][ 9] = 64'h5F9E1E001AFF9C00;
        CDT_tables[2][10] = 64'hA061E1FFE5006000;
        CDT_tables[2][11] = 64'hD55A940CF5BF2000;
        CDT_tables[2][12] = 64'hF25581C8FD437800;
        CDT_tables[2][13] = 64'hFCEF7AFD03A50800;
        CDT_tables[2][14] = 64'hFF86F97EF366F800;
        CDT_tables[2][15] = 64'hFFF34C975B98F000;
        CDT_tables[2][16] = 64'hFFFF19A0D8720000;
        CDT_tables[2][17] = 64'hFFFFF50990D4F800;
        CDT_tables[2][18] = 64'hFFFFFFA6A3A71800;
        CDT_tables[2][19] = 64'hFFFFFFFE19EEA800;
        CDT_tables[2][20] = 64'hFFFFFFFFF91F5800;
        CDT_tables[3][ 0] = 64'h0000025D76E74AF6;
        CDT_tables[3][ 1] = 64'h0000245F4DF3A3D8;
        CDT_tables[3][ 2] = 64'h0001A6431F8A6A6A;
        CDT_tables[3][ 3] = 64'h000E7DA056E72672;
        CDT_tables[3][ 4] = 64'h0060A48E8B33C8B4;
        CDT_tables[3][ 5] = 64'h01EB7293A6936DE0;
        CDT_tables[3][ 6] = 64'h077D1AC06D808F00;
        CDT_tables[3][ 7] = 64'h169A44CF1CF07C00;
        CDT_tables[3][ 8] = 64'h356FCC76C2E80C00;
        CDT_tables[3][ 9] = 64'h64BADAA817517C00;
        CDT_tables[3][10] = 64'h9B452557E8AE8800;
        CDT_tables[3][11] = 64'hCA9033893D17F000;
        CDT_tables[3][12] = 64'hE965BB30E30F8000;
        CDT_tables[3][13] = 64'hF882E53F927F7000;
        CDT_tables[3][14] = 64'hFE148D6C596C9000;
        CDT_tables[3][15] = 64'hFF9F5B7174CC3800;
        CDT_tables[3][16] = 64'hFFF1825FA918D800;
        CDT_tables[3][17] = 64'hFFFE59BCE0759800;
        CDT_tables[3][18] = 64'hFFFFDBA0B20C6000;
        CDT_tables[3][19] = 64'hFFFFFDA28918B800;
        CDT_tables[3][20] = 64'hFFFFFFE2558C1800;
    end
    localparam IDLE = 3'd0;
    localparam REQUEST_MASK = 3'd1;
    localparam WAIT_MASK = 3'd2;
    localparam SEARCH = 3'd3;
    localparam ADD_CENTER = 3'd4;
    localparam MASK_OUTPUT = 3'd5;
    localparam DONE = 3'd6;
    reg [2:0] state;
    reg [7:0] left, right, mid;
    reg [3:0] search_iter;
    reg signed [SAMPLE_WIDTH-1:0] sample_unmasked;
    reg signed [SAMPLE_WIDTH-1:0] sample_with_center;
    reg [SIGMA_SEL_WIDTH-1:0] current_sigma_sel;
    reg [MASK_WIDTH-1:0] current_mask;
    localparam SEARCH_DEPTH = 7;   
    always @(posedge clk or posedge rst) begin
        if (rst) begin
            state <= IDLE;
            sample_share0 <= 0;
            sample_share1 <= 0;
            valid <= 0;
            left <= 0;
            right <= 0;
            mid <= 0;
            search_iter <= 0;
            sample_unmasked <= 0;
            sample_with_center <= 0;
            current_mask <= 0;
            current_sigma_sel <= 0;
            req_mask <= 0;
        end else begin
            case (state)
                IDLE: begin
                    valid <= 0;
                    req_mask <= 0;
                    if (start) begin
                        current_sigma_sel <= sigma_sel;
                        req_mask <= 1;
                        state <= REQUEST_MASK;  
                    end
                end
                REQUEST_MASK: begin
                    req_mask <= 0;
                    state <= WAIT_MASK;
                end 
                WAIT_MASK: begin
                    if (mask_valid) begin
                        current_mask <= mask_in;
                        left <= 0;
                        right <= TABLE_SIZE - 1;
                        search_iter <= 0;
                        state <= SEARCH;
                    end
                end
                SEARCH: begin
                    if (left < right) begin
                        mid <= (left + right) >> 1;
if (random_u <= CDT_tables[current_sigma_sel][mid]) begin
                            right <= mid;
                        end else begin
                            left <= mid + 1;
                        end
                        search_iter <= search_iter + 1;
                        if (search_iter >= SEARCH_DEPTH) begin
                            state <= ADD_CENTER;
                        end
                    end else begin
                        sample_unmasked <= X_MIN + left;
                        state <= ADD_CENTER;
                    end
                end
                ADD_CENTER: begin
                    if (center >= 0) begin
                        sample_with_center <= sample_unmasked + 
                            ((center + (1 << (CENTER_FRAC_BITS-1))) >> CENTER_FRAC_BITS);
                    end else begin
                        sample_with_center <= sample_unmasked + 
                            ((center - (1 << (CENTER_FRAC_BITS-1))) >> CENTER_FRAC_BITS);
                    end
                    state <= MASK_OUTPUT;
                end
                MASK_OUTPUT: begin
                    sample_share0 <= sample_with_center ^ current_mask[SAMPLE_WIDTH-1:0];
                    sample_share1 <= current_mask[SAMPLE_WIDTH-1:0];
                    state <= DONE;  
                end
                DONE: begin
                    valid <= 1;
                    state <= IDLE;
                end
                default: state <= IDLE;
            endcase
        end
    end
endmodule
### flow/run.sh
#!/bin/bash
# OpenROAD 26Q1-2900-gdf79404cd8, Yosys 0.63+post, stock flow scripts
make -C /OpenROAD-flow-scripts/flow DESIGN_CONFIG=/design/flow/config.mk WORK_HOME=/design/flow/orfs finish
==> run_results.csv <==
group,metric,value,unit
worst_hold_path,hp-class,"flop to flop",
worst_setup_path,cp_cell_sequence,"ha_1 -> ha_1 -> inv_1 -> fa_4 -> buf_12 -> inv_2 -> buf_4 -> nor2_1 -> nor2_1 -> nand2_1 -> a21oi_1 -> o311ai_0 -> o21ai_0 -> ha_1 -> a21o_1 -> a21o_1 -> a21oi_1 -> o41ai_1 -> a22o_1 -> o21ai_0 -> o21ai_1 -> buf_4 -> a21oi_1 -> a2bb2o_1",
global_routing,overflow,0,
floorplanning,initCoreUtil,0.511,
clocking,cts_resized,0,
sta,min_period,7.70,ns
logic_synthesis,top_cell_area_share,0.213,
flow_run,maxCapViolations,0,
logic_synthesis,area_leaders,"dfrtp_1 (21%), ha_1 (12%), a21oi_1 (7.8%)",
logic_synthesis,ys_sh_aoi,0.327,
floorplanning,num_rows,59,
logic_synthesis,simple_gate_area_frac,0.177,
placed_design,place_congestion,1.10,
floorplanning,fp.dieH,166,microns
worst_setup_path,crit_family,"AND-OR/OR-AND gates",
sta,max_freq,130,MHz
worst_setup_path,max_stage_delay,0.76,ns
floorplanning,io_pins,168,
logic_synthesis,async_reset_ff_frac,1.00,
floorplanning,coreArea,0.0262,sq mm
logic_synthesis,ys_ff,115,
sta,max_slew.worst_pin.slew,1.11,ns
worst_setup_path,endpoint,"left[1]$_DFFE_PP0P_",
logic_synthesis,yosysMostFrequentCell,"a21oi_1",
cells_and_area,drive_gt1_frac,0.0885,
sta,relSlewSlack,0.252,
routing,drt_iter0_markers,2348,
flow_run,warnings,75,
logic_synthesis,synth_area_per_cell,7.51,sq um
worst_setup_path,arrival,8.05,ns
global_routing,grt_antenna_before_repair,5,
logic_synthesis,ys_seq_share,0.215,
routing,vias,15312,
clocking,cts-root-buf,"clkbuf_16",
routing,dr.pass1.iters,26,
routing,ant_nets,0,
worst_setup_path,r2r_setup_slack,4.80,ns
global_routing,grt_usage,0.439,
worst_setup_path,criticalPathCategory,"flop to flop",
worst_setup_path,path_max_fanout,171,
cells_and_area,final_cells,2194,
clocking,cts_buffers,17,
logic_synthesis,synth_chip_area,0.0134,sq mm
clocking,cts.clk_slew.worst_paths,0.06,ns
clocking,hold_buffers,0,
sta,tns,0,ns
clocking,cts_tree,"built",
logic_synthesis,common_cells,"a21oi_1 (208), nor2_1 (172), nand2_1 (163)",
sta,rsz0062_at_grt,"false",
global_routing,grt_pass1_vias,14072,
worst_setup_path,worstReg2RegStart,"mid[1]$_DFFE_PP0P_",
worst_hold_path,min_from,"state[4]$_DFF_PP0_",
sta,timing.final.crit_share,0.616,
placed_design,place_area,0.0151,sq mm
sta,drv_slew,0,
placed_design,dpl.cell_count,2157,
logic_synthesis,synth_xor_xnor_area_share,0.0464,
worst_setup_path,path_buffers,5,
logic_synthesis,netlist_area,0.0134,sq mm
routing,routedWlPerCell,26.9,microns
worst_setup_path,critical_path_required,12.85,ns
logic_synthesis,synthCells,1783,
floorplanning,dieArea,0.0275,sq mm
cells_and_area,design_area,0.0157,sq mm
worst_setup_path,reg2regPathDepth,24,
clocking,htreeDepth,4,
logic_synthesis,logic_family,"AND-OR/OR-AND gates",
sta,holdWs,0.442,ns
worst_setup_path,cp-startpoint,"mid[1]$_DFFE_PP0P_",
sta,finClkSkew,0.0114,ns
logic_synthesis,ys_warn_count,1,
logic_synthesis,ys_types,75,
worst_setup_path,cp-end-kind,"flop",
floorplanning,die_w,166,microns
logic_synthesis,synth-edff-count,0,
clocking,post_cts_buffers,0,
worst_setup_path,start_kind,"flop",
clocking,clock_sinks,115,
clocking,clock_latency,0.40,ns
routing,drc,0,
logic_synthesis,largest_area_cell,"dfrtp_1",
worst_setup_path,r2r-end,"left[1]$_DFFE_PP0P_",
clocking,clock_path_buffers,2,
cells_and_area,n_fill_cell,2224,
placed_design,dp_hpwl,41400,microns
logic_synthesis,ys_sh_mux,0.0521,
sta,hold_violations,0,
routing,wl,59100,microns
placed_design,portBuffers,136,
global_routing,grt_pass1_wl,88900,microns
global_routing,grt_max_degree,172,
routing,viasPerCell,6.98,
outcome,status,"finished, final reports clean",
sta,finalSetupViolCount,0,
cells_and_area,area_growth,17.0,%
worst_setup_path,worst-path-stages,24,
logic_synthesis,ys_cells,1783,
worst_setup_path,cp_slowest_cell,"fa_4",
logic_synthesis,synthAdderAreaFrac,0.130,
logic_synthesis,synth-main-ff-cell,"dfrtp_1",
[worst min-delay path by stage]
stage | end | slack, ns | cells past startpoint
after CTS | state[3]$_DFF_PP0_ | 0.44 | 0
after global routing | state[3]$_DFF_PP0_ | 0.45 | 0
final | req_mask$_DFFE_PP0P_ | 0.44 | 1
[sequential cells by signal (all words and copies together) (netlist names)]
register and cells:
mid 7, valid 1, sample_share0 16, search_iter 4, sample_with_center 16, sample_share1 16, req_mask 1, right 7
current_mask 16, current_sigma_sel 2, sample_unmasked 14, state 7, left 8
[cells in the final DEF (no fill, tap or decap), types with 35 or more instances in the layout]
cell type / n
a21o_1: 44
a21oi_1: 208
a31oi_1: 46
buf_4: 44
clkdlybuf4s50_1: 136
dfrtp_1: 113
ha_1: 133
inv_1: 38
mux2_2: 54
nand2_1: 163
nand3_1: 59
nor2_1: 172
nor3_1: 52
o211ai_1: 35
o21ai_0: 152
xnor2_1: 47
[cells by family after synthesis]
family | Yosys count
xor gates and xnor gates | 71
buffers and inverters | 183
DFF | 115
adders and majority gates | 137
muxes | 60
and+or+nand+nor | 531
AOI/OAI and AO/OA | 686
[per-stage QoR]
| step | util | setup WS (ns) |
|---|---|---|
| 6_report | 0.598 | 4.80 |
| 3_5_place_dp | 0.576 | 5.25 |
| 4_1_cts | 0.597 | 5.18 |
| 5_1_grt | 0.597 | 4.61 |
| 3_3_place_gp | 0.576 | 5.29 |
| 2_1_floorplan | - | 6.21 |
[layer usage]
layer	vias to the layer above	GRT usage	wire length, microns
met4	4	0.161	2670
met1	7125	0.653	24300
met3	195	0.201	9530
li1	6824	-	-
met2	1164	0.559	22500
met5	-	0	79
[area by class of cell]
type                            instances  area [sq um]  area share
Multi-Input combinational cell       1485          9920       0.633
Sequential cell                       115          2880       0.184
Timing Repair Buffer                  181          1710       0.109
Clock buffer                           17           425      0.0271
Tap cell                              335           419      0.0267
Inverter                               41           156     0.00998
Clock inverter                         15           148     0.00942
Antenna cell                            5          12.5    0.000798
