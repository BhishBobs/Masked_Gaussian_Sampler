==> flow/design.v <==
module seed_accumulator #(
    parameter SEED_WIDTH = 256,         
    parameter BYTES_PER_CYCLE = 1       
) (
    input wire clk,
    input wire rst,
    input wire start,                   
    input wire trng_valid,              
    input wire [7:0] trng_byte,         
    output reg [SEED_WIDTH-1:0] seed,   
    output reg seed_ready,              
    output reg collecting               
);
    localparam BYTES_NEEDED = SEED_WIDTH / 8;   
    localparam COUNTER_WIDTH = $clog2(BYTES_NEEDED) + 1;
    reg [COUNTER_WIDTH-1:0] byte_counter;
    reg [SEED_WIDTH-1:0] seed_buffer;
    always @(posedge clk or posedge rst) begin
        if (rst) begin
            seed <= {SEED_WIDTH{1'b0}};
            seed_ready <= 1'b0;
            collecting <= 1'b0;
            byte_counter <= 0;
            seed_buffer <= {SEED_WIDTH{1'b0}};
        end else begin
            if (start && !collecting && !seed_ready) begin
                collecting <= 1'b1;
                seed_ready <= 1'b0;
                byte_counter <= 0;
                seed_buffer <= {SEED_WIDTH{1'b0}};
            end else if (collecting) begin
                if (trng_valid) begin
                    seed_buffer <= {seed_buffer[SEED_WIDTH-9:0], trng_byte};
                    byte_counter <= byte_counter + 1;
                    if (byte_counter >= BYTES_NEEDED - 1) begin
                        seed <= {seed_buffer[SEED_WIDTH-9:0], trng_byte};
                        seed_ready <= 1'b1;
                        collecting <= 1'b0;
                        byte_counter <= 0;
                    end
                end
            end else if (seed_ready) begin
                if (!start) begin
                    seed_ready <= 1'b0;
                end
            end
        end
    end
endmodule  
`timescale 1ns / 1ps
module trng (
    input  wire       clk,
    input  wire        rst,
    input  wire        enable,       
    output reg  [7:0]  random_byte,  
    output reg         valid         
);
    reg [31:0] lfsr1;   
    reg [31:0] lfsr2;   
    wire feedback1 = lfsr1[31] ^ lfsr1[21] ^ lfsr1[1]  ^ lfsr1[0];
    wire feedback2 = lfsr2[31] ^ lfsr2[29] ^ lfsr2[25] ^ lfsr2[24];
    always @(posedge clk or posedge rst) begin
        if (rst) begin
            lfsr1 <= 32'hACE1BABE;
            lfsr2 <= 32'hDEADBEEF;
            random_byte <= 8'd0;
            valid <= 1'b0;
        end else begin
            if (enable) begin
                lfsr1 <= {lfsr1[30:0], feedback1};
                lfsr2 <= {lfsr2[30:0], feedback2};
                random_byte <= lfsr1[7:0] ^ lfsr2[23:16];  
                valid <= 1'b1;
            end else begin
                valid <= 1'b0;
            end
        end
    end
endmodule  
`timescale 1ns / 1ps
module trng_system #(
    parameter SEED_WIDTH = 256  
) (
    input wire clk,
    input wire rst,
    input wire start_seed_collection,  
    output wire [SEED_WIDTH-1:0] seed,  
    output wire seed_ready,       
    output wire collecting      
);
    wire [7:0] trng_byte;  
    wire trng_valid;  
    wire trng_enable;  
    assign trng_enable = collecting;
    trng trng_inst (
        .clk(clk),
        .rst(rst),
        .enable(trng_enable),
        .random_byte(trng_byte),
        .valid(trng_valid)
    );
    seed_accumulator #(
        .SEED_WIDTH(SEED_WIDTH),
        .BYTES_PER_CYCLE(1) 
    ) accumulator_inst (
        .clk(clk),
        .rst(rst),
        .start(start_seed_collection),
        .trng_valid(trng_valid),
        .trng_byte(trng_byte),
        .seed(seed),
        .seed_ready(seed_ready),
        .collecting(collecting)
    );  
endmodule
==> flow/run.sh <==
#!/bin/bash
# OpenROAD 26Q1-2900-gdf79404cd8, Yosys 0.63+post, stock flow scripts
make -C /OpenROAD-flow-scripts/flow DESIGN_CONFIG=/design/flow/config.mk WORK_HOME=/design/flow/orfs finish
==> flow/config.mk <==
export PLATFORM = sky130hd
export DESIGN_NAME = trng_system
export DESIGN_NICKNAME = trng_system
export VERILOG_FILES = /design/flow/design.v
export SDC_FILE = /design/flow/constraint.sdc
export NUM_CORES = 4
export LEC_CHECK = 1
export CORE_UTILIZATION = 30
==> flow/constraint.sdc <==
current_design trng_system

set clk_period 29.0
set clk_io_pct 0.2

create_clock -name clk0 -period $clk_period [get_ports {clk}]

set non_clock_inputs [all_inputs -no_clocks]
set_input_delay [expr $clk_period * $clk_io_pct] -clock clk0 $non_clock_inputs
set_output_delay [expr $clk_period * $clk_io_pct] -clock clk0 [all_outputs]
==> summary.txt <==
Implementation progress

The run finished with clean final reports. The OpenROAD warning count stands at 27. The required time of the worst setup path stands at 29.65 ns. The estimated wirelength of the detail-placed design stands at 33.29 mm. Per the placement report, the placed cell count is 3037. The post-detailed-route wirelength per cell stands at 16.87 µm. For this run, the number of standard cells in the final layout without fillers is 3155. The quantity of hold-fixing buffers added after cts stands at 0. The worst reg-to-reg setup slack stands at 25.52 ns. The combined area of all synthesized cells stands at 23280 µm². The synthesized instance count stands at 1841. Yosys mapped a number of flops with a built-in enable equal to 0. The via total after detailed routing stands at 14300. The number of buffer cells added on primary ports stands at 260. The post-cts gate resize count stands at 0. The final weighted congestion in routability-driven placement stands at 0.8007.

STA classifies the critical path endpoint as an async pin. The core utilization at floorplan stands at 30.50%. The count of endpoints failing setup in the final report stands at 0. In this run the worst path has a maximum fanout of 101. Leaving out buffers and inverters, the combinational logic in the layout accounts for 7920 µm². Post-synth the commonest register cell is dfrtp_1.

Per STA, the startpoint of the critical path is rst. After synthesis the netlist holds a flip-flop and latch count of 585. The fmax stands at 0.1098 GHz. Counting the buffers created by CTS gives 66. The most critical setup path has its endpoint at accumulator_inst.seed[228]. The max-capacitance violation count stands at 0.

The root buffer cell chosen for the clock tree is clkbuf_16. The sequential fraction of design power stands at 43.5%. Power spread over the standard cell area amounts to 97.77 nW/µm². The worst setup path is launched from an input pin. Antenna repair during routing inserted a diode count of 0. The final-layout worst hold slack stands at 0.4898 ns. The overall global routing resource usage stands at 14.08%. The worst max-slew margin expressed relative to the limit stands at 43.59%. The path class of the tightest hold or removal check is reg2reg.

Per the layout report, the design carries 7079 filler cells. The transition time at the pin with the least slew margin stands at 0.8462 ns. The total cells reported by yosys after synthesis stands at 1841. After routing, the total negative slack on setup checks comes to 0 ns. The switching part of the total stands at 32.77%.

The chip width stands at 280.6 µm. The aggregate routed wire length stands at 53.22 mm. The net switching power figure stands at 928.7 µW. The worst reg2reg path depth stands at 5. The share of synthesized area occupied by flip-flops and latches stands at 63.11%. The register cell area after layout stands at 14700 µm². In this run the post-CTS setup repair buffer count came out at 0.

The number of hold violations in the final report stands at 0. The number of DRC markers after the initial detailed-route iteration stands at 994. The number of antenna violations at the first check in global routing was 0. Looking at the reg2reg group, the worst path starts from accumulator_inst.collecting. Per the post-CTS timing run, clock transition at the registers of the reported paths is 0.06 ns. The overall power stands at 2.834 mW. The number of nets with antenna violations after detailed routing stands at 0.

For reference, the final report shows the max-slew violation count at 0. The via count of the first global-routing pass came to 14620. In the power breakdown, the internal column shows 1.905 mW. The overall chip area stands at 78720 µm². According to the floorplan report, the die height is 280.6 µm. The total of warnings raised by yosys stands at 2. The number of placed I/O pins stands at 261. The number of unique standard cell types used by synthesis stands at 30. Dividing the final minimum period by the clock period gives 31.41%. For this run the aggregate overflow at the end of global routing stands at 0. The setup clock skew after layout stands at 0.02165 ns. Averaged over all synthesized cells, the footprint is 12.65 µm².

For the worst reg-to-reg path, the endpoint reported by OpenROAD is accumulator_inst.seed[29]. The DRC violation count after routing stands at 0. Ranked by total cell area, the synthesized netlist is headed by dfrtp_1, mux2_4, nand2_1.

Combinational cells account for 26.6% of the total power. The number of clock sinks seen by CTS stands at 585. The CTS H-tree depth stands at 3. The first detailed-routing pass took 5 iterations. The final period demand of the worst path stands at 9.108 ns. The wire length of the first global-routing pass stands at 84.97 mm. Entering global routing, the biggest net connects 102 pins. The area recorded from the Yosys report for this design is 23280 µm². The leakage component of the power was reported as 14.48 nW. The floorplan has 101 rows. Per the synthesis report, the single largest cell type by area occupies 58.26% of cell area. TritonCTS built the clock tree. The layout summary lists the proportion of cells stronger than drive strength 1 as 23.62%. The deepest clock path buffer count stands at 3. The area added between synthesis and finish stands at 24.51%.

The largest total area in the synthesized netlist belongs to dfrtp_1. The arrival time of data at the worst endpoint is listed as 9.75 ns. Clock latency on the worst-skew pair, taken at its later pin, is 0.60 ns. The critical path in this run is classified as in2async.

The script logs the ratio of routed vias to standard cells as 4.534. The share of async-settable or async-resettable flops after synthesis stands at 100.0%. The share of total power in the clock network stands at 29.8%. The placeable core region stands at 76330 µm².

Setup repair after global routing left no endpoint under its margin. The worst supply voltage drop on vdd stands at 0.05473 mV.
registers in the layout, summed over array words and instances, names as in the netlist:
register                       count
accumulator_inst.byte_counter      6
accumulator_inst.collecting        1
accumulator_inst.seed            256
accumulator_inst.seed_buffer     248
accumulator_inst.seed_ready        1
trng_inst.lfsr1                   32
trng_inst.lfsr2                   32
trng_inst.random_byte              8
trng_inst.valid                    1
area by class of cell:
cell class,count,share of cell area [%]
tap,1030,4.446
sequential,585,50.70
multi-input combinational,1132,27.32
inverter,2,0.05180
clock inverter,20,0.9195
clock buffer,98,6.851
timing repair buffer,288,9.704
synthesized netlist by cell type, types with 2 or more instances:
master and instances:
a21oi_1 30, and2_1 2, buf_1 5, buf_2 31
buf_6 26, clkbuf_1 60, dfrtp_1 542, dfstp_2 43
inv_1 2, mux2_2 109, mux2_4 208, mux2i_1 2
nand2_1 503, nand3_1 236, nor2_1 10, o21ai_0 6
or4_1 2, xnor2_1 12
stage by stage:
step	setup WS (ns)	utilization (%)	instance area, µm²
6_report	19.89	37.97	28990
5_1_grt	19.29	37.97	28990
4_1_cts	19.75	37.97	28990
3_5_place_dp	19.06	35.02	26730
3_3_place_gp	19.14	35.02	26730
2_1_floorplan	6.902	-	23280
how the worst min path moves through the flow:
stage / start / to / slack [ns] / cells past startpoint
after CTS: trng_inst.lfsr1[2] / trng_inst.lfsr1[2] / 0.49 / 2
after global routing: trng_inst.lfsr1[2] / trng_inst.lfsr1[2] / 0.51 / 2
final: accumulator_inst.seed_buffer[237] / accumulator_inst.seed_buffer[245] / 0.49 / 2
cells by family (layout without fill, tap and decap cells):
| logic type | after synthesis | count (layout) | share of synthesized area, % |
|---|---|---|---|
| XOR/XNOR | 13 | 13 | 0.4891 |
| adder cells (fa/ha/maj) | 1 | 1 | 0.05374 |
| AND/OR/NAND/NOR | 759 | 759 | 13.65 |
| multiplexers | 319 | 319 | 18.77 |
| AND-OR/OR-AND | 40 | 40 | 0.9137 |
| buffers and inverters | 124 | 408 | 3.004 |
| flip-flops | 585 | 585 | 63.11 |
cell usage in the layout, fill, tap and decap left out, types with 4 or more instances in the layout:
master / netlist / layout
clkinv_8: 0 / 4
mux2_4: 208 / 208
dfstp_2: 43 / 43
clkbuf_1: 60 / 14
a21oi_1: 30 / 30
buf_4: 0 / 28
clkbuf_16: 0 / 69
clkdlybuf4s50_1: 0 / 260
clkbuf_8: 0 / 15
bufinv_16: 0 / 4
nand2_1: 503 / 502
clkinv_2: 0 / 5
nand3_1: 236 / 236
dfrtp_1: 542 / 541
xnor2_1: 12 / 12
o21ai_0: 6 / 6
clkinvlp_4: 0 / 4
mux2_2: 109 / 109
nor2_1: 10 / 10
power groups by stage:
stage     Clock [mW]  Combinational [mW]  Sequential (mW)
5_1_grt        0.901               0.846             1.26
4_1_cts        0.870               0.772             1.24
6_report       0.845               0.755             1.23
metal layers:
layer	track usage, %	up-vias	part of all wire (%)
met4	2.886	0	2.3
met3	3.730	77	6.2
met5	0	-	0
met2	20.58	327	45
met1	21.76	7248	46
li1	-	6652	-
critical path, stage by stage:
cell and delay (ns):
clkdlybuf4s50_1 0.49, inv_8 0.50, buf_4 0.74, buf_4 0.62, buf_4 0.73, buf_4 0.68
Power figures rest on the tool's default switching activity, not on a simulated workload.
